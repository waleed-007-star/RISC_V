<file path="./design.v">
`timescale 1ns / 1ps
module Register_File(output reg [31:0]Port_A, Port_B,input [31:0] Din,input [4:0] Addr_A, Addr_B, Addr_Wr,input wr, clk,reset);
			reg [31:0] Reg_File [31:0]; 	 
integer x;
    always @(*) begin
        Port_A <=Reg_File[Addr_A];
        Port_B <=Reg_File[Addr_B];
     end
     always @(negedge clk)
 begin
        if(reset)
	begin
            for(x=0;x<32;x=x+1)
                Reg_File[x]<=32'h0;  
        end 
        else if (wr)
 begin
        Reg_File[Addr_Wr]=Din;
        end
    end
endmodule
</file>
<file path="./run.sh">
#!/bin/bash
# OpenROAD 26Q1-2900-gdf79404cd8, Yosys 0.63+post, stock flow scripts
make -C /OpenROAD-flow-scripts/flow DESIGN_CONFIG=/design/flow/config.mk WORK_HOME=/design/flow/orfs finish
</file>
<file path="./config.mk">
export PLATFORM = sky130hd
export DESIGN_NAME = Register_File
export DESIGN_NICKNAME = Register_File
export VERILOG_FILES = /design/flow/design.v
export SDC_FILE = /design/flow/constraint.sdc
export NUM_CORES = 4
export LEC_CHECK = 1
export CORE_UTILIZATION = 30
</file>
<file path="./constraint.sdc">
current_design Register_File

set clk_period 9.3
set clk_io_pct 0.2

create_clock -name clk0 -period $clk_period [get_ports {clk}]

set non_clock_inputs [all_inputs -no_clocks]
set_input_delay [expr $clk_period * $clk_io_pct] -clock clk0 $non_clock_inputs
set_output_delay [expr $clk_period * $clk_io_pct] -clock clk0 [all_outputs]
</file>
==> results.yml <==
# physical design summary
power:
  power_density_nw_per_um2: 193.9
  leakagePower_nw: 30.17
  ir_worst_vdd_uv: 163.5
synth:
  yosys.stat.chipArea_um2: 56210
  yosys.cell_types.count: 30
  ys.flops: 1024
  avgSynthCellArea_um2: 12.11
  synth_seq_share: 0.5470
  edf_count: 1024
  syn_area_um2: 56210
  async_flop_share: 0
  top_area_cell: "edfxtp_1"
  yosysWarnings: 1
  flop_cell: "edfxtp_1"
  ys_cells: 4641
  syn_inst: 4641
  synth_top_area_share: 0.5470
  synth.area.top_cells: "edfxtp_1 (55%), mux2i_1 (18%), and2_1 (11%)"
die:
  fp_util: 0.3025
  dieArea_um2: 189100
  row_count: 158
  fp.dieH_um: 434.9
  coreArea_um2: 185800
  ios: 114
  die_width_um: 434.9
critical_path:
  crit_arrival_ps: 7440
  cp_slowest_cell: "a31oi_1"
  endpoint_kind: "primary output"
  crit_fanout: 2
  start_kind: "register"
  path_cells: "mux2i_1, a22o_1, nor3_1, a31oi_1, nand3_1, clkdlybuf4s50_1"
  crit_family: "AND-OR/OR-AND gates"
  worst-path-buf-inv: 1
  crit_required_ps: 7440
  path_class: "register to primary output"
  critical_path.max_stage_delay_ps: 520
place:
  port_buffers: 113
  place.gp.congestion: 0.8888
  hpwl_mm: 115.4
final_timing:
  setup_viol: 0
  slew-limit-headroom: 0.3643
  setup-tns-final_ps: 0
  finalHoldViolCount: 0
  slew_violations: 0
  tightest_slew_ps: 951.6
  rsz0062_at_grt: "yes"
layout:
  lay_top_cells: "inv_1 (1060), edfxtp_1 (1024), and2_1 (1024)"
  top_register: "Reg_File"
  finalCoreUtilization: 0.3680
  drive_gt1_frac: 0.08290
  largest_reg_flops: 1024
  largestRegisters: "Reg_File (1024)"
  syn2layout_area_growth_pct: 21.66
  mostFrequentLayoutCell: "inv_1"
drt:
  drt-initial-drc-count: 3156
  drc: 0
  drt_first_pass_iters: 5
  wirelength_mm: 204.0
  drtAntennaViolNets: 0
  vias: 42380
  wl_per_cell_um: 24.83
  vias_per_cell: 5.157
global_route:
  grt_pass1_wl_mm: 291.6
  grtUsageTotal: 0.2236
  gr-total-overflow: 0
  grt_max_degree: 84
  first_global_vias: 44980
  antenna_found_initial: 21
flow_run:
  warnings: 1028
  drv_cap: 0
clock_tree:
  postCtsSetupBuffers: 0
  cts_tree: "done"
  htreeDepth: 3
  cts_buffer_depth: 3
  clock-root-buffer: "clkbuf_16"
  clock-sinks: 1024
  cts_buffers: 113
  clk_pin_slew_worst_paths_ps: 30
outcome:
  status: "finished clean"
min_path:
  hold_path.class: "input pin to primary output"
worst paths after layout:
check / from / to / slack, ps / depth (start not counted)
setup / recovery: Reg_File[6][0] / Port_B[0] / 3 / 6
hold / removal: Addr_B[1] / Port_B[17] / 4940 / 6
final cells by class:
| class | instances | area (µm²) |
|---|---|---|
| antenna | 9 | 22.52 |
| sequential | 1024 | 30750 |
| clock buffer | 116 | 2903 |
| clock inverter | 1111 | 4752 |
| tap | 2480 | 3103 |
| multi-input combinational | 3168 | 23570 |
| timing repair buffer | 311 | 3291 |
| fill | 17590 | 117400 |
where the power goes:
group	switching [mW]	total (mW)	internal, mW
Clock	2.99	6.36	3.37
Combinational	0.887	1.41	0.521
Sequential	0.125	5.49	5.37
logic make-up (layout without fill, tap and decap cells):
| kind of cell | count (synthesis) | in the layout | synth area share |
|---|---|---|---|
| AND-OR/OR-AND | 576 | 576 | 0.06980 |
| buffers and inverters | 449 | 1538 | 0.03995 |
| flip-flops | 1024 | 1024 | 0.5470 |
| multiplexers | 1024 | 1024 | 0.1823 |
| other | 0 | 9 | 0 |
| AND/OR/NAND/NOR | 1568 | 1568 | 0.1609 |
Yosys cell counts, drive strengths merged, types with 4 or more instances:
| cell type | number |
|---|---|
| nor2b | 5 |
| nand3b | 4 |
| buf | 184 |
| nor2 | 36 |
| edfxtp | 1024 |
| a21oi | 192 |
| and2 | 1026 |
| a22oi | 192 |
| a31oi | 64 |
| or2 | 34 |
| nand2b | 5 |
| nor3 | 64 |
| nand2 | 196 |
| mux2i | 1024 |
| clkbuf | 264 |
| nand3 | 194 |
| a22o | 128 |
worst min-delay path: stages:
cell and delay (ps):
buf_8 170, mux2i_1 230, nand2_1 70, nand3_1 60
nand3_1 160, clkdlybuf4s50_1 450
per-stage QoR:
| step | total power, mW | instances | instance area [µm²] | setup slack [ps] | hold WS (ps) |
|---|---|---|---|---|---|
| 6_report | 13.26 | 8219 | 68390 | 2.739 | 4943 |
| 4_1_cts | 13.42 | 8210 | 68310 | 2.287 | 4979 |
| 5_1_grt | 14.07 | 8212 | 68370 | -5.032 | 5021 |
| 2_1_floorplan | 6.937 | 4641 | 56210 | 1118 | 3981 |
| 3_3_place_gp | 7.565 | 6984 | 60580 | 141.8 | 4993 |
| 3_5_place_dp | 7.581 | 6984 | 60580 | 128.7 | 4979 |
what timing repair did:
action                     4_1_cts  5_1_grt
setup endpoints to repair       10       11
gates resized                   13       12
hold buffers                     0        0
routing by layer:
metal / track usage / routed length, µm / vias to the layer above
met5: 0 / 127 / -
met4: 0.1063 / 8443 / 20
met3: 0.1464 / 28150 / 456
met2: 0.3324 / 95050 / 2466
met1: 0.2486 / 72260 / 20450
li1: - / - / 18990
Power figures rest on the tool's default switching activity, not on a simulated workload.
