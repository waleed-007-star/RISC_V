**flow/design.v**
```verilog
`timescale 1ns / 1ps
 module ALU(input [31:0] A,B,  input [3:0] ALU_Sel,output [31:0] ALU_Out, output ZeroOut,output neg);
       reg [31:0] ALU_Result;
       wire [32:0] tmp;
       assign ALU_Out = ALU_Result; 
       assign tmp = A-B;
       assign neg = tmp[31];  
       assign ZeroOut = (ALU_Result == 0);  
       always @(*)
       begin
           case(ALU_Sel)
           4'b0000:  
              ALU_Result = A + B ;
           4'b0001:  
              ALU_Result = A - B ;
           4'b0010:  
              ALU_Result = A * B;
           4'b0011:  
              ALU_Result = A/B;
           4'b0100:  
              ALU_Result = A<<B;
            4'b0101:  
              ALU_Result = A>>B;
            4'b0110:  
              ALU_Result = {A[30:0],A[31]};
            4'b0111:  
              ALU_Result = {A[0],A[31:1]};
             4'b1000:  
              ALU_Result = A & B;
             4'b1001:  
              ALU_Result = A | B;
             4'b1010:  
              ALU_Result = A ^ B;
             4'b1011:  
              ALU_Result = ~(A | B);
             4'b1100:  
              ALU_Result = ~(A & B);
             4'b1101:  
              ALU_Result = ~(A ^ B);
             4'b1110:  
              ALU_Result = (A>B)?32'd1:32'd0 ;
             4'b1111:  
              ALU_Result = (A==B)?32'd1:32'd0 ;
             default: ALU_Result = A + B ;
           endcase
       end
endmodule
```
**flow/run.sh**
```bash
#!/bin/bash
# OpenROAD 26Q1-2900-gdf79404cd8, Yosys 0.63+post, stock flow scripts
make -C /OpenROAD-flow-scripts/flow DESIGN_CONFIG=/design/flow/config.mk WORK_HOME=/design/flow/orfs finish
```
**flow/config.mk**
```make
export PLATFORM = sky130hd
export DESIGN_NAME = ALU
export DESIGN_NICKNAME = ALU
export VERILOG_FILES = /design/flow/design.v
export SDC_FILE = /design/flow/constraint.sdc
export NUM_CORES = 4
export LEC_CHECK = 1
export CORE_UTILIZATION = 50
```
**flow/constraint.sdc**
```tcl
current_design ALU

set clk_period 428.8
set clk_io_pct 0.2

create_clock -name clk0 -period $clk_period

set non_clock_inputs [all_inputs -no_clocks]
set_input_delay [expr $clk_period * $clk_io_pct] -clock clk0 $non_clock_inputs
set_output_delay [expr $clk_period * $clk_io_pct] -clock clk0 [all_outputs]
```
==> impl_metrics.ini <==
; generated from flow reports
[cts]
cts_resized = 0
holdBufCountCts = 0
postCtsSetupBuffers = 0

[global_routing]
grt_max_degree = 67
grt_pass1_wl_mm = 417
antenna_found_initial = 34
grt_pass1_vias = 60000
grt.overflow.total = 0
grt.total_usage_pct = 53.3

[critical_path]
crit_required_ps = 343040
critical-path-max-stage-delay_ps = 1150
cp_slowest_cell = or4_1
critPathMaxFanout = 39
cp-startpoint = A[0]
worstSetupStartpointType = input pin
crit_arrival_ps = 171830
cp-end-kind = output pin
critical_path.top_delay_family = AND-OR/OR-AND gates
cp.buffers_inverters = 26
crit_type = in -> out
path_common_cell = ha_1

[timing]
tightest_slew_ps = 1380
setup_viol = 0
worst_hold_slack_ps = 172880
hold_viol_final = 0
fmax_mhz = 3.88
slew_viol_final = 0
rsz0062_at_grt = no
period_minus_slack_ps = 257590
setup_tns_ps = 0
fin_crit_sh_pct = 60.1
slew_headroom_pct = 6.96

[drt]
drtIter0Drc = 7351
drt-total-wl_mm = 293
firstDrtPassIters = 8
via_per_inst = 6.93
postRouteAntennaNets = 0
drc = 0
num_vias = 63600
wl_per_cell_um = 31.9

[finish]
clkbuf_count = 0
nFlopsAndLatches = 0
drive_above_1_share_pct = 6.91
final_layout_top_logic_cells = nand2_1 (966), nor2_1 (754), ha_1 (750)
regArea_sq_um = 0
final_common_cell = nand2_1
area_growth_pct = 5.92
final_util_pct = 53.5

[floorplan]
die_area_sq_mm = 0.112
num_rows = 121
die_width_um = 334
die_h_um = 334
initCoreUtil_pct = 50.6
core_sq_mm = 0.109
ioPinCount = 102

[worst_hold_path]
hold_depth = 6
hold_path_class = in -> out
min_to = ALU_Out[31]
hp-start = ALU_Sel[3]

[job]
drv_cap = 0
openroad.warnings = 100

[placed_design]
place_congestion = 1.21
dp_hpwl_mm = 227
numPortBuffers = 102

[synth]
avgSynthCellArea_sq_um = 7.09
syn-cell-area_sq_mm = 0.0551
synth_seq_share_pct = 0
yosys_warnings = 1
yosysChipArea_sq_mm = 0.0551
synthCells = 7769
synth_cell_types = 101
ys_cells = 7769

[power]
power_density_mw_per_mm2 = 7.67
p_leak_uw = 0.0272
p_switching_uw = 279
cellInternalPower_uw = 169
ir_drop_uv = 25.8
total_power_uw = 447
p_sw_share_pct = 62.2

[run_status]
status = complete, no violations
-- worst max path at each step --
stage	to	slack (ps)	cells past startpoint
final	ZeroOut	171210	285
after CTS	ZeroOut	175630	284
after global routing	ZeroOut	168030	289
-- cells by family after synthesis --
family	after synthesis	share of synthesized area, %
and+or+nand+nor	2616	21.4
xor gates and xnor gates	473	7.52
muxes	222	5.24
buffers and inverters	1131	7.78
AOI/OAI and AO/OA	2167	26.2
adders and majority gates	1160	31.9
-- synthesized netlist by cell type (all sizes together) (70+ instances only) --
cell type  number  area, sq um
a211oi         85          643
nor2          757         2840
a31oi          95          594
xnor2         313         2740
a21oi         559         2810
mux2           73          822
nand2         966         3630
fa            410         8210
o21a          135         1010
nand4          83          526
buf            87          368
a21o          208         1560
xor2          160         1400
inv           728         2730
nor3          228         1170
o31ai          70          526
ha            750         9380
o21ai         380         1910
o211ai         74          566
clkbuf        308         1160
nand3         169          846
mux2i         103         1030
-- stage by stage --
stage | std cells | cell area (sq um) | setup slack [ps]
after CTS | 9142 | 58300 | 175630
after floorplan | 7769 | 55100 | 188230
final | 9178 | 58400 | 171210
after detailed placement | 9142 | 58300 | 175970
after global placement | 9141 | 58300 | 176060
after global routing | 9148 | 58300 | 168030
-- cell type report --
| class | instances | area, sq um |
|---|---|---|
| Tap cell | 1414 | 1770 |
| Inverter | 736 | 2770 |
| Timing Repair Buffer | 354 | 2830 |
| Antenna cell | 36 | 90.1 |
| Multi-Input combinational cell | 6638 | 50900 |
| Fill cell | 10500 | 50600 |
-- per-layer routing --
layer	GRT usage [%]	wire length (um)	vias up
li1	-	-	27600
met1	64.6	105000	29700
met2	71.7	114000	4947
met3	29.2	47000	1384
met4	36.6	26300	34
met5	3.69	538	-
