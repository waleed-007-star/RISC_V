$ cat config.mk
export PLATFORM = sky130hd
export DESIGN_NAME = Data_Memory
export DESIGN_NICKNAME = Data_Memory
export VERILOG_FILES = /design/flow/design.v
export SDC_FILE = /design/flow/constraint.sdc
export NUM_CORES = 4
export LEC_CHECK = 1
export CORE_UTILIZATION = 40
export SYNTH_MEMORY_MAX_BITS = 65536
$ cat constraint.sdc
current_design Data_Memory

set clk_period 43.2
set clk_io_pct 0.2

create_clock -name clk0 -period $clk_period [get_ports {clk}]

set non_clock_inputs [all_inputs -no_clocks]
set_input_delay [expr $clk_period * $clk_io_pct] -clock clk0 $non_clock_inputs
set_output_delay [expr $clk_period * $clk_io_pct] -clock clk0 [all_outputs]
$ cat design.v
`timescale 1ns / 1ps
module Data_Memory(output reg [31:0] Data_Out, input [31:0] Data_In, input [31:0] D_Addr, input wr, reset, clk);
		reg [31:0] Mem [255:0];			 
integer x;
    always @(*)begin
        Data_Out<=Mem[D_Addr];
    end
    always @(posedge clk) begin
        if(reset) 
begin
            for(x=0;x<255;x=x+1)
            Mem[x]=32'h0;
            end 
        else if (wr) 
begin
        Mem[D_Addr]<=Data_In;
        end
    end
 endmodule
$ cat run.sh
#!/bin/bash
# OpenROAD 26Q1-2900-gdf79404cd8, Yosys 0.63+post, stock flow scripts
make -C /OpenROAD-flow-scripts/flow DESIGN_CONFIG=/design/flow/config.mk WORK_HOME=/design/flow/orfs finish
==> impl_metrics.sql <==
-- flow metrics import
INSERT INTO impl_metrics (metric_group, metric, value, unit) VALUES
('floorplan', 'chipWidth', '961', 'um'),
('final_timing', 'postLayoutSetupSlackWorst', '18.06', 'ns'),
('global_route', 'gr-max-usage-layer', 'met2', ''),
('global_route', 'use_met3', '20.4', '%'),
('global_route', 'antenna_found_initial', '68', ''),
('yosys', 'postSynthSeqShare', '66.9', '%'),
('global_route', 'grt_use_total', '26.6', '%'),
('final_timing', 'finalSetupTns', '0', 'ns'),
('final_timing', 'period_minus_slack', '25.14', 'ns'),
('global_route', 'grt_pass1_wl', '1580000', 'um'),
('cells_and_area', 'register_with_the_most_flip_flops', 'Mem', ''),
('yosys', 'synthesis.instances', '23154', ''),
('final_timing', 'rsz0062_at_grt', 'no', ''),
('drt', 'drt_pre_antenna_iters', '5', ''),
('worst_hold_path', 'hold_crit_class', 'primary input to flip-flop', ''),
('cts', 'htree_num_levels', '6', ''),
('run', 'max_cap_viol_count', '0', ''),
('floorplan', 'die-height', '961', 'um'),
('global_route', 'grt_max_degree', '89', ''),
('cells_and_area', 'drive_gt1_share', '21.0', '%'),
('global_route', 'grt.met2_usage', '38.6', '%'),
('setup_path', 'cpPeakStageDelay', '0.76', 'ns'),
('cts', 'cts.root.buffer_cell', 'clkbuf_16', ''),
('setup_path', 'timing.critical_path.required', '34.56', 'ns'),
('floorplan', 'core', '915000', 'sq um'),
('cts', 'cts_buffer_depth', '4', ''),
('drt', 'num_vias', '195873', ''),
('yosys', 'synth_area', '368000', 'sq um'),
('cts', 'numClockSinks', '8192', ''),
('drt', 'drc', '0', ''),
('setup_path', 'critPathCaptureType', 'primary output', ''),
('setup_path', 'arrival', '16.50', 'ns'),
('place', 'dp_worst_setup_slack', '17.96', 'ns'),
('setup_path', 'timing.critical_path.mode_cell', 'buf_4', ''),
('place', 'hpwl', '666000', 'um'),
('cells_and_area', 'area_growth_syn_to_layout', '11.5', '%'),
('cts', 'tritoncts_clock_tree', 'yes', ''),
('cells_and_area', 'num-fill-cells', '76548', ''),
('setup_path', 'worst_path_max_delay_cell', 'o41ai_1', ''),
('cts', 'cts_resized', '0', ''),
('cells_and_area', 'largest_registers', 'Mem: 8192 flops', ''),
('global_route', 'first_global_vias', '212414', ''),
('power', 'pwr_dens', '42.4', 'nW/um^2'),
('power', 'ir_worst_vdd', '0.0000463', 'V'),
('global_route', 'grt_overflow_total', '0', ''),
('yosys', 'synth.yosys.num_cells', '23154', ''),
('setup_path', 'crit_path_max_fanout', '59', ''),
('final_timing', 'maxClockFrequency', '39.8', 'MHz'),
('cts', 'cts.clk_slew.worst_paths', '0.06', 'ns'),
('final_timing', 'report.final.hold_viol_count', '0', ''),
('setup_path', 'critPathKind', 'primary input to primary output', ''),
('global_route', 'met1_usage', '29.6', '%'),
('drt', 'initialDrtViolationCount', '11950', ''),
('final_timing', 'worst_max_slew_pin_slew', '1.25', 'ns'),
('place', 'gpl.final_weighted_congestion', '0.886', ''),
('cts', 'post_cts_hold_buffer_count', '0', ''),
('final_timing', 'timing.final.crit_share', '58.2', '%'),
('cts', 'total_cts_buffers', '843', ''),
('setup_path', 'critical_path.cell_chain', 'buf_16 > buf_4 > buf_4 > buf_4 > buf_4 > buf_4 > buf_4 > buf_4 > mux4_2 > a22oi_1 > a21oi_1 > o41ai_1 > nand4_1 > clkdlybuf4s50_1', ''),
('setup_path', 'critPathBufInv', '9', ''),
('place', 'io_buffer_count', '74', ''),
('final_timing', 'final-setup-viol-count', '0', ''),
('outcome', 'status', 'finished clean', ''),
('yosys', 'synth_warnings', '1', ''),
('drt', 'wl_per_cell', '31.6', 'um'),
('run', 'number_of_warnings_in_the_stage_logs', '50', ''),
('cts', 'post_cts.repair.setup_buffers', '0', ''),
('yosys', 'post_synth.cell_area_avg', '15.9', 'sq um'),
('cells_and_area', 'largest_reg_flops', '8192', ''),
('setup_path', 'critPathLaunchType', 'primary input', ''),
('setup_path', 'critical-path-top-delay-family', 'buffers and inverters', ''),
('floorplan', 'fp-row-count', '351', ''),
('floorplan', 'io_pins', '99', ''),
('drt', 'detail_route.wirelength', '1130000', 'um'),
('yosys', 'yosysUniqueCellTypes', '22', ''),
('yosys', 'synth-seq-cells', '8192', ''),
('floorplan', 'dieArea', '923000', 'sq um'),
('final_timing', 'worst_slew_margin_rel', '15.8', '%'),
('drt', 'count_of_antenna_violating_nets_left_after_detailed_routing', '0', ''),
('drt', 'detail_route.vias_per_cell', '5.50', ''),
('yosys', 'ys_chip_area', '368000', 'sq um'),
('power', 'power.leakage', '138', 'nW'),
('final_timing', 'timing.final.max_slew_violations', '0', ''),
('floorplan', 'fp_density', '40.2', '%');
-- synthesized netlist by cell type, drive strengths merged --
master / number / area [sq um]
nand2b: 3 / 18.8
nand4: 36 / 225
mux4: 2048 / 46100
clkbuf: 2123 / 7970
nor3: 5 / 25.0
nand2: 25 / 93.8
nand3: 15 / 75.1
nor2b: 8 / 50.1
o41ai: 128 / 1120
a22oi: 1024 / 7690
buf: 359 / 2060
and2b: 1 / 7.51
or2: 257 / 1610
nor4b: 1 / 15.0
and2: 8163 / 51100
nor2: 254 / 956
edfxtp: 8192 / 246000
a21oi: 512 / 2560
-- layout make-up --
cell class | instances | area, sq um | share of cell area [%]
flip-flops and latches | 8192 | 246000 | 60.0
multi-input cells | 12480 | 113000 | 27.7
clock buffers | 1087 | 22200 | 5.42
well taps | 12178 | 15200 | 3.72
repair buffers | 1213 | 9720 | 2.37
clock inverters | 446 | 3200 | 0.780
diodes | 39 | 97.6 | 0.0238
-- where the power goes --
group	internal (mW)	switching (mW)
clock network	3.75	3.10
logic	0.442	0.861
registers	9.12	0.0925
total	13.3	4.05
-- metrics by stage --
step | area (sq um) | hold WS, ns | std cells | total power [mW] | util [%]
floorplan | 368000 | 8.74 | 23154 | 10.1 | -
global placement | 384000 | 9.05 | 34063 | 10.7 | 42.0
detailed placement | 384000 | 9.05 | 34063 | 10.7 | 42.0
CTS | 410000 | 7.77 | 35596 | 17.5 | 44.8
global route | 410000 | 7.82 | 35597 | 17.8 | 44.8
finish | 410000 | 7.85 | 35635 | 17.4 | 44.8
-- routing by layer --
metal | part of all wire (%) | routed length, um | vias up
li1 | - | - | 84946
met1 | 31 | 345000 | 97850
met2 | 46 | 518000 | 10929
met3 | 18 | 198000 | 2065
met4 | 5.6 | 63300 | 83
met5 | 0.15 | 1700 | -
-- cells by family (layout without fill, tap and decap cells) --
| group | after synthesis | count (layout) | share of synthesized area (%) |
|---|---|---|---|
| buffers and inverters | 2482 | 2746 | 2.73 |
| multiplexers | 2048 | 2048 | 12.5 |
| other | 0 | 39 | 0 |
| flip-flops | 8192 | 8192 | 66.9 |
| AND/OR/NAND/NOR | 8768 | 8768 | 14.7 |
| AND-OR/OR-AND | 1664 | 1664 | 3.09 |
-- layout by cell type (no fill, tap or decap), types with 15 or more instances in the layout --
cell	n
buf_4	1121
clkinv_1	246
buf_12	18
nand4_1	36
buf_8	33
nand2_1	24
bufinv_16	22
o41ai_2	80
nor2_2	250
clkbuf_1	235
clkinv_2	117
or2_2	256
clkbuf_16	852
o41ai_4	15
a22oi_1	1024
a21oi_1	512
mux4_2	2048
clkdlybuf4s50_1	39
o41ai_1	33
diode_2	39
edfxtp_1	8192
and2_1	8161
-- worst paths after layout --
kind                         from                         end  slack (ns)  depth (start not counted)
worst max-delay path    D_Addr[0]                Data_Out[12]       18.06                         14
worst min-delay path  Data_In[28]  Mem[113][28]$_SDFFCE_PN0P_        7.85                          2
Power is estimated from default activity; no workload was simulated.
